## design.v

```verilog
package core;
typedef enum logic[6:0] { 
    LOAD = 7'b0000011, 
    STORE = 7'b0100011, 
    R_TYPE= 7'b0110011, 
    IMM= 7'b0010011, 
    LUI= 7'b0110111, 
    AUIPC= 7'b0010111,
    BRANCH= 7'b1100011, 
    JAL= 7'b1101111, 
    JALR= 7'b1100111, 
    NOP=7'b0000000 
    } OP_Code;
typedef enum logic[3:0] { 
    ADD=0,
    SUB=1,
    XOR=2,
    OR=3,
    AND=4,
    SLL=5,
    SRL=6,
    SRA=7,
    SLT=8,
    SLTU=9,
    BEQ=10,
    BNE=11,
    BLT=12,
    BGE=13,
    BLTU=14,
    BGEU=15
} ALU_OP;
endpackage
module hazard #(parameter REG_NO = 8) (
    input logic [$clog2(REG_NO)-1:0] src1_add,
    input logic [$clog2(REG_NO)-1:0] src2_add,
    input logic [$clog2(REG_NO)-1:0] sw_add_ME,
    input logic [$clog2(REG_NO)-1:0] dest_add_ME,
    input logic [$clog2(REG_NO)-1:0] dest_add_WB,
    input logic R_write_ME,
    input logic R_write_WB,
    output logic [1:0] A,
    output logic [1:0] B,
    output logic C
);
always_comb begin
    if( dest_add_ME!=0 && ((src1_add==dest_add_ME) && R_write_ME))
        A=2;
    else if( dest_add_WB!=0 && (src1_add== dest_add_WB)&& R_write_WB)
        A=1;
    else
        A=0;
end
always_comb begin
    if( dest_add_ME!=0 && ((src2_add==dest_add_ME) && R_write_ME))
        B=2;
    else if( dest_add_WB!=0 && (src2_add== dest_add_WB)&& R_write_WB)
        B=1;
    else
        B=0;
end
always_comb begin
    if( dest_add_WB!=0 && ((sw_add_ME==dest_add_WB) && R_write_WB))
        C=1;
    else
        C=0;
end
endmodule
```

## constraint.sdc

```tcl
current_design hazard

set clk_period 2.7
set clk_io_pct 0.2

create_clock -name clk0 -period $clk_period

set non_clock_inputs [all_inputs -no_clocks]
set_input_delay [expr $clk_period * $clk_io_pct] -clock clk0 $non_clock_inputs
set_output_delay [expr $clk_period * $clk_io_pct] -clock clk0 [all_outputs]
```

## config.mk

```make
export PLATFORM = sky130hd
export DESIGN_NAME = hazard
export DESIGN_NICKNAME = hazard
export VERILOG_FILES = /design/flow/design.v
export SDC_FILE = /design/flow/constraint.sdc
export NUM_CORES = 4
export LEC_CHECK = 1
export CORE_AREA = 10 10 70 70
export DIE_AREA = 0 0 80 80
```

## run.sh

```bash
#!/bin/bash
# OpenROAD 26Q1-2900-gdf79404cd8, Yosys 0.63+post, stock flow scripts
make -C /OpenROAD-flow-scripts/flow DESIGN_CONFIG=/design/flow/config.mk WORK_HOME=/design/flow/orfs finish
```

==> impl_metrics.json <==
{
  "via_per_inst": 2.81,
  "setup.worst_path.end_class": "output pin",
  "worst_path_dominant_cell_family": "buffers and inverters",
  "area.sequential_sq_um": 0,
  "fin_area_sq_um": 531,
  "yosys-stat-area_sq_um": 203,
  "leakagePower_nw": 0.200,
  "routed_wirelength_um": 1060,
  "grt_pass1_wl_um": 1660,
  "vdd_ir_drop_max_mv": 0.0463,
  "timing.setup.critical_path_class": "input port to output pin",
  "layout.core_utilization_pct": 15.5,
  "drtIter0Drc": 2,
  "fin_crit_sh_pct": 96.7,
  "clkbuf_count": 0,
  "critical_path.slowest_cell": "clkdlybuf4s50_1",
  "setup-tns-final_ns": 0,
  "timing.final.crit_period_ns": 2.61,
  "synth_area_sq_um": 203,
  "die_h_um": 80,
  "timing.slew.headroom_pct": 79.6,
  "rsz_0062_raised_after_global_routing": "no",
  "port_buffers": 22,
  "antenna_violations_before_repair": 0,
  "worstMarginPinSlew_ns": 0.304,
  "timing.fmax_mhz": 383,
  "syn_avg_cell_area_sq_um": 8.45,
  "drt-pass1-iter-count": 2,
  "areaGrowthSynthToFinish_pct": 162,
  "gp_congestion": 0.750,
  "grt.total_usage_pct": 3.32,
  "status": "complete, no violations",
  "design.seq.count": 0,
  "n_antenna_cell": 0,
  "critical-path-max-stage-delay_ns": 0.51,
  "fp-utilization_pct": 5.93,
  "drc_errors": 0,
  "postRouteAntennaNets": 0,
  "worstPathRequired_ns": 2.16,
  "post-cts-setup-buffer-count": 0,
  "layout-drive-gt1-share_pct": 14.6,
  "grt_overflow": 0,
  "die-width_um": 80,
  "final-setup-viol-count": 0,
  "die-area_sq_um": 6400,
  "numPlacedInstances": 94,
  "final.hold.worst_slack_ns": 1.93,
  "startpoint_type": "input port",
  "rows": 21,
  "final-max-slew-violation-count": 0,
  "class_of_the_tightest_hold_or_removal_check": "input port to output pin",
  "timing.critical_path.cells": "clkdlybuf4s50_1 > o31ai_4 > nor4_2 > buf_4 > clkdlybuf4s50_1",
  "critical_path.most_common_cell": "clkdlybuf4s50_1",
  "warning_count": 32,
  "detailed_place_hpwl_um": 981,
  "postSynthCellCount": 24,
  "critPathBufInv": 3,
  "instances_no_fill": 94,
  "route.detailed.wl_per_inst_um": 11.3,
  "synth.yosys.seq_area_share_pct": 0,
  "ys_cells": 24,
  "synth_warnings": 1,
  "via_count_of_the_first_global_routing_pass": 272,
  "pwr_density_cell_nw_per_um2": 134,
  "cp.arrival_ns": 2.07,
  "design.core.area_sq_um": 3420,
  "ios": 22,
  "number_of_distinct_library_cells_after_synthesis": 8,
  "crit_fanout": 2,
  "vias": 264,
  "finalHoldViolations": 0,
  "grt_start_max_net_pins": 5,
  "cell_area_reported_after_detailed_placement_sq_um": 495,
  "maxCapViolations": 0
}
[per-layer routing]
metal	part of all wire, %	track usage [%]	vias to the layer above	routed length, um
met5	0	0	-	0
met4	0	0	0	0
met3	5.1	0.568	0	54
met2	41	5.06	11	440
met1	53	5.01	119	568
li1	-	-	134	-
[layout by cell type, fill, tap and decap left out]
master,synthesis,layout
buf_4,0,2
clkdlybuf4s50_1,0,16
dlygate4sd2_1,0,2
dlymetal6s2s_1,0,4
nand3_1,2,2
nor3_1,2,1
nor3_2,0,1
nor4_1,1,1
nor4_2,2,2
o31ai_4,0,2
xnor2_1,6,6
xor2_1,9,9
[what timing repair did]
item / 4_1_cts / 5_1_grt
endpoints found under the hold margin: 0 / 0
pin swaps: 1 / 1
resized: 4 / 6
hold buffers: 0 / 0
endpoints found under the setup margin: 4 / 5
[power breakdown]
part	internal [W]	switching, W
Clock	0	0
Combinational	0.0000424	0.0000286
Sequential	0	0
[area by class of cell]
class,instances,area [sq um]
Fill cell,392,2890
Timing Repair Buffer,24,243
Multi-Input combinational cell,24,230
Tap cell,46,57.6
[cells by family after synthesis]
group,count (synthesis),share of synthesized area (%)
XOR/XNOR,15,64.8
AND-OR/OR-AND,2,9.88
AND/OR/NAND/NOR,7,25.3
[metrics by stage]
step	power [W]	setup WS [ns]
detailed placement	0.0000683	-0.0690
finish	0.0000710	0.0894
CTS	0.0000702	0.00587
global placement	0.0000672	-0.0274
floorplan	0.0000232	1.12
global route	0.0000778	0.00555
[Yosys cell counts (all sizes together)]
cell / number / area [sq um]
xnor2: 6 / 52.6
xor2: 9 / 78.8
nor3: 2 / 10.0
o31ai: 2 / 20.0
nand3: 2 / 10.0
nor4: 3 / 31.3
[path summary, 6_finish.rpt]
path / start / endpoint / slack [ns] / depth (start not counted)
setup / recovery: R_write_ME / A[1] / 0.09 / 5
hold / removal: dest_add_WB[2] / C / 1.93 / 4
Power figures rest on the tool's default switching activity, not on a simulated workload.
