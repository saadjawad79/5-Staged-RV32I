`design/flow/constraint.sdc`:
```
current_design PC

set clk_period 1.5
set clk_io_pct 0.2

create_clock -name clk0 -period $clk_period [get_ports {Clk}]

set non_clock_inputs [all_inputs -no_clocks]
set_input_delay [expr $clk_period * $clk_io_pct] -clock clk0 $non_clock_inputs
set_output_delay [expr $clk_period * $clk_io_pct] -clock clk0 [all_outputs]
```
`design/flow/design.v`:
```
package core;
typedef enum logic[6:0] { 
    LOAD = 7'b0000011, 
    STORE = 7'b0100011, 
    R_TYPE= 7'b0110011, 
    IMM= 7'b0010011, 
    LUI= 7'b0110111, 
    AUIPC= 7'b0010111,
    BRANCH= 7'b1100011, 
    JAL= 7'b1101111, 
    JALR= 7'b1100111, 
    NOP=7'b0000000 
    } OP_Code;
typedef enum logic[3:0] { 
    ADD=0,
    SUB=1,
    XOR=2,
    OR=3,
    AND=4,
    SLL=5,
    SRL=6,
    SRA=7,
    SLT=8,
    SLTU=9,
    BEQ=10,
    BNE=11,
    BLT=12,
    BGE=13,
    BLTU=14,
    BGEU=15
} ALU_OP;
endpackage
module PC #(parameter ADD_WIDTH=5) (
    input logic Clk,
    input logic Rst,
    input logic Stall,
    input logic J,
    input logic [ADD_WIDTH-1:0] PC_J_add,
    output logic Ready,
    output logic [ADD_WIDTH-1:0] PC_out
);
assign Ready=~Stall;
always_ff @(posedge Clk, negedge Rst) begin
    if(~Rst)
        PC_out<=0;
    else if(Stall)
        PC_out<=PC_out;
    else if(J)
        PC_out<=PC_J_add;
    else
        PC_out<=PC_out+4;
end
endmodule
```
`design/flow/run.sh`:
```
#!/bin/bash
# OpenROAD 26Q1-2900-gdf79404cd8, Yosys 0.63+post, stock flow scripts
make -C /OpenROAD-flow-scripts/flow DESIGN_CONFIG=/design/flow/config.mk WORK_HOME=/design/flow/orfs finish
```
`design/flow/config.mk`:
```
export PLATFORM = sky130hd
export DESIGN_NAME = PC
export DESIGN_NICKNAME = PC
export VERILOG_FILES = /design/flow/design.v
export SDC_FILE = /design/flow/constraint.sdc
export NUM_CORES = 4
export LEC_CHECK = 1
export CORE_AREA = 10 10 70 70
export DIE_AREA = 0 0 80 80
```
==> run_results.csv <==
group,metric,value,unit
clock_network,cts_tree,"done",
hold_path,min_path_type,"input pin to asynchronous set/reset pin",
drt,route.detailed.drc,0,
place,place_inst,83,
drt,drt_first_pass_iters,2,
place,dpl.hpwl,681.1,um
die,row_count,21,
worst_setup_path,worstSetupStartpoint,"PC_out[4]",
drt,wire_per_inst,8.818,um
timing,rsz0062_at_grt,"false",
drt,antenna_left,0,
clock_network,cts_inserted_buffers,3,
job,drv_cap,0,
clock_network,cts.clk_slew.worst_paths,50,ps
worst_setup_path,endpoint,"PC_out[4]",
worst_setup_path,path_depth,1,
timing,hold_viol_final,0,
worst_setup_path,cp_num_buf_inv,1,
drt,routed_wl,776,um
run_status,status,"finished, final reports clean",
die,io_pins,15,
die,die_area,6400,um^2
worst_setup_path,r2r-end,"PC_out[4]",
clock_network,cts_root_buf,"clkbuf_4",
clock_network,h-tree-depth,1,
timing,final.setup.tns,0,ps
yosys,synth_area,246.5,um^2
pwr,ir_worst_vdd,164.5,uV
global_route,overflow,0,
global_route,grt_pass1_vias,244,
worst_setup_path,crit_path_start_kind,"flip-flop",
clock_network,ctsHoldBuffers,0,
drt,dr.first_iter.drc_count,3,
clock_network,cts.sinks,5,
worst_setup_path,critical_path.endpoint_type,"primary output",
die,coreArea,3416,um^2
die,die_width,80,um
timing,slew_violations,0,
cells_and_area,area_growth,99.49,%
global_route,track_usage,2.159,%
yosys,yosys_warnings,1,
yosys,avgSynthCellArea,11.74,um^2
timing,tightest_slew,228.7,ps
yosys,syn_inst,21,
drt,vias,220,
pwr,p_leak,0.2056,nW
timing,slew_headroom,84.71,%
cells_and_area,largest-register,"PC_out",
job,warnings,25,
drt,antenna-diode-count,0,
drt,viasPerCell,2.500,
cells_and_area,final_cell_mix,"13 x clkdlybuf4s50_1, 5 x dfrtp_1, 3 x o21ai_0, 3 x clkbuf_4, 3 x buf_4",
worst_setup_path,cpLargestDelayFamily,"buffers and inverters",
worst_setup_path,rr_startpoint,"PC_out[2]",
cells_and_area,drive_gt1_share,23.81,%
cells_and_area,final_cell_count_no_fill,88,
worst_setup_path,rrSetupSlack,500,ps
worst_setup_path,crit_type,"flip-flop to primary output",
yosys,yosysUniqueCellTypes,12,
pwr,power,0.4613,mW
place,gp_congestion,0.7166,
pwr,power_density,938.1,nW/um^2
timing,post-route-period-util,94.20,%
cells_and_area,largest_reg_flops,5,
worst_setup_path,critical-path-max-stage-delay,490,ps
worst_setup_path,path_cells,"clkdlybuf4s50_1",
yosys,ys_seq_share,50.76,%
timing,fmax,707.7,MHz
worst_setup_path,reg2reg_depth,4,
yosys,ys_area,246.5,um^2
clock_network,clkLatencyLatePin,240,ps
worst_setup_path,cp.arrival,1110,ps
timing,finalCriticalPeriod,1413,ps
timing,setup_viol,0,
cells_and_area,layout.cells.most_common,"clkdlybuf4s50_1",
cells_and_area,reg_top3,"PC_out: 5 flops",
die,fp-utilization,7.216,%
yosys,ys.flops,5,
worst_setup_path,cp.required,1200,ps
worst_setup_path,crit_path_top_delay_cell,"clkdlybuf4s50_1",
global_route,antenna_found_initial,0,
die,die_y,80,um
global_route,grt_max_degree,6,
timing,skew,7.284,ps
place,io_buffers,14,
global_route,grt_pass1_wl,1131,um
clock_network,clk_path_buf_depth,2,
worst_setup_path,cp_max_fo,4,
yosys,yosys_cells,21,
-- Yosys cell counts --
master | number | area [um^2]
nand2b_2 | 1 | 8.760
mux2_4 | 2 | 30.03
mux2i_1 | 1 | 10.01
inv_1 | 2 | 7.510
dfrtp_1 | 5 | 125.1
nand3b_1 | 1 | 7.510
nand2_1 | 2 | 7.510
a21oi_1 | 1 | 5.000
mux2_2 | 1 | 11.26
o22ai_1 | 1 | 6.260
o21ai_0 | 3 | 15.01
ha_1 | 1 | 12.51
-- logic make-up (layout without fill, tap and decap cells) --
group / Yosys count / after routing / share of synthesized area, %
AND-OR/OR-AND: 5 / 5 / 10.66
adder cells (fa/ha/maj): 1 / 1 / 5.075
buffers and inverters: 2 / 23 / 3.047
flip-flops: 5 / 5 / 50.76
multiplexers: 4 / 4 / 20.81
AND/OR/NAND/NOR: 4 / 4 / 9.648
-- power breakdown --
group	total, mW	switching [mW]	internal, mW
Combinational	0.130	0.0347	0.0951
Clock	0.152	0.0514	0.100
Sequential	0.180	0.0199	0.160
-- metal layers --
| layer | track usage, % | routed length, um |
|---|---|---|
| met1 | 2.411 | 316 |
| met2 | 3.692 | 419 |
| met3 | 0.5682 | 24 |
| met4 | 1.056 | 15 |
| met5 | 0 | 0 |
-- how the worst min path moves through the flow --
stage	from	endpoint	slack [ps]	cells after the start
CTS	Rst	PC_out[0]	280	1
finish	Rst	PC_out[0]	280	1
global route	Rst	PC_out[4]	290	1
-- worst reg2reg max path, delay by kind of cell (launching register included) --
| kind | cells | cell delay (ps) |
|---|---|---|
| AND-OR/OR-AND | 2 | 230 |
| adder cells (fa/ha/maj) | 1 | 230 |
| flip-flops | 1 | 390 |
| AND/OR/NAND/NOR | 1 | 80 |
-- repair_timing --
action,in CTS,in global routing
endpoints found under the setup margin,1,0
buffers inserted,1,0
resized,1,0
-- cell type report --
cell class / instances / area [um^2]
Tap cell: 46 / 57.56
Clock buffer: 4 / 26.28
Inverter: 2 / 7.507
Sequential cell: 5 / 125.1
Timing Repair Buffer: 17 / 161.4
Fill cell: 390 / 2924
Multi-Input combinational cell: 14 / 113.9
-- per-stage QoR --
step | hold WS (ps) | utilization [%] | worst slack (ps) | area [um^2]
after floorplan | 4.409 | - | 558.4 | 246.5
after global placement | 502.1 | 13.44 | -55.14 | 459.2
after detailed placement | 497.4 | 13.44 | -64.90 | 459.2
after CTS | 283.6 | 14.40 | 76.94 | 491.7
after global routing | 286.5 | 14.40 | 49.67 | 491.7
final | 281.8 | 14.40 | 86.96 | 491.7
No activity file was given, so power comes from the tool's default toggle rates.
